==> /design/flow/design.v <==
module round_robin_arbiter_fixed_time_slices(
		input clk,
		input rst_n,
		input [3:0] REQ,
		output reg [3:0] GNT
		);
	reg [2:0] present_state;
	reg [2:0] next_state;
	parameter [2:0] S_ideal = 3'b000;
	parameter [2:0] S_0 = 3'b001;
	parameter [2:0] S_1 = 3'b010;
	parameter [2:0] S_2 = 3'b011;
	parameter [2:0] S_3 = 3'b100;
  always @ (posedge clk or negedge rst_n)  
		begin
          if(!rst_n)
				present_state <= S_ideal;
			else
				present_state <= next_state;
		end
  always @(*)  
		begin
			case(present_state)
				S_ideal : begin
							if(REQ[0])
								begin
									next_state = S_0;
								end
							else if(REQ[1])
								begin
									next_state = S_1;
								end
							else if(REQ[2])
								begin
                                    next_state = S_2;
								end
							else if(REQ[3])
								begin
									next_state = S_3;
								end
							else
								begin
									next_state = S_ideal;
								end
						end  
				S_0 : begin
							if(REQ[1])
								begin
									next_state = S_1;
								end
							else if(REQ[2])
								begin
									next_state = S_2;
								end
							else if(REQ[3])
								begin
									next_state = S_3;
								end
							else if(REQ[0])
								begin
									next_state = S_0;
								end
							else
								begin
									next_state = S_ideal;
								end
						end  
				S_1 : begin
							if(REQ[2])
								begin
									next_state = S_2;
								end
							else if(REQ[3])
								begin
									next_state = S_3;
								end
                            else if(REQ[0])
								begin
									next_state = S_0;
								end
							else if(REQ[1])
								begin
									next_state = S_1;
								end
							else
								begin
									next_state = S_ideal;
								end
						end  
				S_2 : begin
							if(REQ[3])
								begin
									next_state = S_3;
								end
							else if(REQ[0])
								begin
									next_state = S_0;
								end
							else if(REQ[1])
								begin
									next_state = S_1;
								end
							else if(REQ[2])
								begin
									next_state = S_2;
								end
							else
								begin
									next_state = S_ideal;
								end
						end  
				S_3 : begin
							if(REQ[0])
                                  begin
									next_state = S_0;
								 end
							else if(REQ[1])
								begin
									next_state = S_1;
								end
							else if(REQ[2])
							    begin
									next_state = S_2;
								end
							else if(REQ[3])
								begin
									next_state = S_3;
							 	end
							else
								begin
									next_state = S_ideal;
								end
						end  
				default : begin
							if(REQ[0])
								begin
									next_state = S_0;
								end
							else if(REQ[1])
								begin
									next_state = S_1;
								end
							else if(REQ[2])
								begin
									next_state = S_2;
								end
							else if(REQ[3])
								begin
									next_state = S_3;
								end
							else
								begin
									next_state = S_ideal;
								end
						end  
			endcase  
	 end
  always @(*)  
		begin
          case(present_state)
				S_0 : begin GNT = 4'b0001; end
				S_1 : begin GNT = 4'b0010; end
				S_2 : begin GNT = 4'b0100; end
				S_3 : begin GNT = 4'b1000; end
			default : begin GNT = 4'b0000; end
		  endcase
		end
endmodule  
==> /design/flow/run.sh <==
#!/bin/bash
# OpenROAD 26Q1-2900-gdf79404cd8, Yosys 0.63+post, stock flow scripts
make -C /OpenROAD-flow-scripts/flow DESIGN_CONFIG=/design/flow/config.mk WORK_HOME=/design/flow/orfs finish
==> /design/flow/config.mk <==
export PLATFORM = sky130hd
export DESIGN_NAME = round_robin_arbiter_fixed_time_slices
export DESIGN_NICKNAME = round_robin_arbiter_fixed_time_slices
export VERILOG_FILES = /design/flow/design.v
export SDC_FILE = /design/flow/constraint.sdc
export NUM_CORES = 4
export LEC_CHECK = 1
export CORE_AREA = 10 10 70 70
export DIE_AREA = 0 0 80 80
==> /design/flow/constraint.sdc <==
current_design round_robin_arbiter_fixed_time_slices

set clk_period 2.1
set clk_io_pct 0.2

create_clock -name clk0 -period $clk_period [get_ports {clk}]

set non_clock_inputs [all_inputs -no_clocks]
set_input_delay [expr $clk_period * $clk_io_pct] -clock clk0 $non_clock_inputs
set_output_delay [expr $clk_period * $clk_io_pct] -clock clk0 [all_outputs]
==> flow_summary.ini <==
; physical design summary
[run_status]
outcome = completed

[final_layout]
reg.largest.list = present_state x5
lay_top_cells = clkdlybuf4s50_1 (9), dfrtp_1 (4), clkbuf_4 (3)
largest_reg_flops = 5
final_cells = 82
final_area_um2 = 420
regMostFlops = present_state
area_growth_pct = 60.8
lay_top_count = clkdlybuf4s50_1
drive_above_1_share_pct = 22.2

[timing]
tightest_slew_ps = 235
hold_violations = 0
slew_headroom_pct = 84.3
finClkSkew_ps = 2.53
drv_slew = 0
max_freq_ghz = 0.653
min_period_ps = 1530
rsz0062_at_grt = no
setup_viol = 0
whs_ps = 406
setup_tns_ps = 0
period_used_pct = 72.9

[floorplan]
core_util_floorplan_pct = 7.66
rows = 21
dieArea_um2 = 6400
num_io_pins = 10
placeableCoreArea_um2 = 3420
die_x_um = 80
die_h_um = 80

[logic_synthesis]
yosys_area_um2 = 262
synth_flops = 5
synth_cell_types = 19
synth_area_um2 = 262
ys_seq_share_pct = 48.3
yosys_warnings = 1
yosys_cells = 27
syn-mean-instance-area_um2 = 9.69
synthCells = 27

[hold_path]
hold_path_class = in2async

[grt]
grt_overflow_total = 0
grt_pass1_wl_um = 1100
grt_antenna_before_repair = 0
gr-usage-all-layers_pct = 2.14
grt_pass1_vias = 240
grt_start_max_net_pins = 7

[placement]
placedInstanceArea_um2 = 394
dpl.hpwl_um = 520
port_buffers = 9
gp_congestion = 0.742
place_inst = 78

[power_and_ir_drop]
power_density_nw_per_um2 = 652
p_int_uw = 212
p_comb_share_pct = 19.4
p_leak_nw = 0.158
switching_share_pct = 22.6
seqPwrFrac_pct = 41.3
pwr-share-clk_pct = 39.3
peakVddDrop_mv = 0.188
power.switching_uw = 61.9
p_total_uw = 274

[run]
tool_warnings = 25
max-cap-violations = 0

[clock_tree]
cts_resized = 0
postCtsHoldBufs = 0
clock_latency_ps = 240
cts_root_buf = clkbuf_4
cts_setup_buffers = 0
clkSlewWorstSetupHoldPaths_ps = 40
cts.sinks = 5
cts_buffers = 3
cts_tree = done
cts_max_level = 1
cts.path.max_buffers = 2

[detailed_routing]
ant_nets = 0
drt_iter0_drc = 27
dr.pass1.iters = 2
drc = 0
drt_wl_total_um = 598
vias = 218
wire_per_inst_um = 7.29
viasPerCell = 2.66
num_antenna_cells = 0

[setup_path]
cp_top_family = buffers and inverters
setup.worst_path.class = reg2out
cp_num_buf_inv = 1
end_kind = output port
worst-path-max-fanout = 4
cp.arrival_ps = 1110
critPathRequiredTime_ps = 1680
cp-start-kind = register
path_cells = clkdlybuf4s50_1
max_stage_delay_ps = 490
cp_slowest_cell = clkdlybuf4s50_1
## final cells by class
| class | instances | area, um2 |
|---|---|---|
| Multi-Input combinational cell | 17 | 116 |
| Tap cell | 46 | 57.6 |
| Fill cell | 406 | 3000 |
| Timing Repair Buffer | 9 | 90.1 |
| Sequential cell | 5 | 126 |
| Inverter | 1 | 3.75 |
| Clock buffer | 4 | 26.3 |
## per-stage QoR
| stage | setup WS [ps] | utilization [%] |
|---|---|---|
| 6_report | 568 | 12.3 |
| 5_1_grt | 498 | 12.3 |
| 4_1_cts | 551 | 12.3 |
| 3_5_place_dp | 554 | 11.5 |
| 3_3_place_gp | 577 | 11.5 |
| 2_1_floorplan | 1110 | - |
## final timing paths
| path | end | slack (ps) | from | cells past startpoint |
|---|---|---|---|---|
| max | GNT[0] | 570 | present_state[3] | 1 |
| min | present_state[4] | 410 | rst_n | 1 |
| max reg2reg | present_state[4] | 1080 | present_state[1] | 3 |
| min reg2reg | present_state[2] | 560 | present_state[3] | 1 |
| max in group asynchronous | present_state[0] | 1440 | rst_n | 1 |
| min in group clk0 | present_state[2] | 560 | present_state[3] | 1 |
## power by group through the flow
stage     clock (mW)  sequential [mW]  combinational, mW
4_1_cts        0.112            0.113             0.0546
5_1_grt        0.120            0.115             0.0608
6_report       0.108            0.113             0.0533
## synth_stat cells (all sizes together)
cell,instances,area share (%)
a21oi,1,1.9
a221o,1,3.8
a31oi,1,2.4
and2,1,2.4
clkbuf,4,5.7
dfrtp,4,38
dfstp,1,10
inv,1,1.4
nand2,2,2.9
nand2b,2,4.8
nor2,2,3.8
nor2b,1,2.4
nor3,1,1.9
nor3b,1,2.9
o211ai,1,4.8
o21a,1,2.9
o311a,1,4.3
or2,1,3.3
## worst register-to-register path, delay by kind of cell (launching register included)
kind            cells  cell delay (ps)
flops               1              380
compound gates      1              290
simple gates        2              240
## cells by family (layout without fill, tap and decap cells)
family                 after synthesis  count (layout)  share of synthesized area (%)
buffers and inverters                5              14                           7.17
AND/OR/NAND/NOR                     11              11                           24.4
flip-flops                           5               5                           48.3
AND-OR/OR-AND                        6               6                           20.1
## routing by layer
layer	GRT usage [%]	vias up	part of all wire (%)
li1	-	109	-
met1	2.56	100	41
met2	3.21	7	48
met3	1.36	2	9.4
met4	0.352	0	1.3
met5	0	-	0
Power figures rest on the tool's default switching activity, not on a simulated workload.
