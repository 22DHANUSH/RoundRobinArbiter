--- /design/flow/run.sh ---
#!/bin/bash
# OpenROAD 26Q1-2900-gdf79404cd8, Yosys 0.63+post, stock flow scripts
make -C /OpenROAD-flow-scripts/flow DESIGN_CONFIG=/design/flow/config.mk WORK_HOME=/design/flow/orfs finish
--- /design/flow/design.v ---
module round_robin_arbiter_variable_time_slice(
	input clk,
	input rst_n,
	input [3:0] REQ,
	output reg[3:0] GNT
	);
	reg [1:0] count;
	reg [3:0] present_state;
	reg [3:0] next_state;
	parameter [3:0] S_ideal = 4'b0000;
	parameter [3:0] S_0 = 4'b0001;
	parameter [3:0] S_1 = 4'b0010;
	parameter [3:0] S_2 = 4'b0100;
	parameter [3:0] S_3 = 4'b1000;
	always @ (posedge clk or negedge rst_n) begin
		if (!rst_n)
			present_state <= S_ideal;
		else
			present_state <= next_state;
	end
	always @(present_state or REQ) begin
		case(present_state)
			S_ideal: begin
				count = 2'b00;
				if (REQ[0])
					next_state = S_0;
				else if (REQ[1])
					next_state = S_1;
				else if (REQ[2])
					next_state = S_2;
				else if (REQ[3])
					next_state = S_3;
			end
			S_0: begin
				if (REQ[0]) begin
					if (count == 2'b10) begin
						if (REQ[1])
							next_state = S_1;
						else if (REQ[2])
							next_state = S_2;
						else if (REQ[3])
							next_state = S_3;
						else
							next_state = S_0;
					end else
						count = count + 1'b1;
				end else if (REQ[1])
					next_state = S_1;
				else if (REQ[2])
					next_state = S_2;
				else if (REQ[3])
					next_state = S_3;
				else
					next_state = S_ideal;
			end
			S_1: begin
				if (REQ[1]) begin
					if (count == 2'b10) begin
						if (REQ[2])
							next_state = S_2;
						else if (REQ[3])
							next_state = S_3;
						else if (REQ[0])
							next_state = S_0;
						else
							next_state = S_1;
					end else
						count = count + 1'b1;
				end else if (REQ[2])
					next_state = S_2;
				else if (REQ[3])
					next_state = S_3;
				else if (REQ[0])
					next_state = S_0;
				else
					next_state = S_ideal;
			end
			S_2: begin
				if (REQ[2]) begin
					if (count == 2'b10) begin
						if (REQ[3])
							next_state = S_3;
						else if (REQ[0])
							next_state = S_0;
						else if (REQ[1])
							next_state = S_1;
						else
							next_state = S_2;
					end else
						count = count + 1'b1;
				end else if (REQ[3])
					next_state = S_3;
				else if (REQ[0])
					next_state = S_0;
				else if (REQ[1])
					next_state = S_1;
				else
					next_state = S_ideal;
			end
			S_3: begin
				if (REQ[3]) begin
					if (count == 2'b10) begin
						if (REQ[0])
							next_state = S_0;
						else if (REQ[1])
							next_state = S_1;
						else if (REQ[2])
							next_state = S_2;
						else
							next_state = S_3;
					end else
						count = count + 1'b1;
				end else if (REQ[0])
					next_state = S_0;
				else if (REQ[1])
					next_state = S_1;
				else if (REQ[2])
					next_state = S_2;
				else
					next_state = S_ideal;
			end
			default: begin
				count = 2'b00;
				if (REQ[0])
					next_state = S_0;
				else if (REQ[1])
					next_state = S_1;
				else if (REQ[2])
					next_state = S_2;
				else if (REQ[3])
					next_state = S_3;
			end
		endcase
	end
	always @(posedge clk or negedge rst_n) begin
		if (!rst_n)
			GNT <= 4'b0000;
		else
			case(present_state)
				S_0: GNT <= 4'b0001;
				S_1: GNT <= 4'b0010;
				S_2: GNT <= 4'b0100;
				S_3: GNT <= 4'b1000;
				default: GNT <= 4'b0000;
			endcase
	end
endmodule
--- /design/flow/config.mk ---
export PLATFORM = sky130hd
export DESIGN_NAME = round_robin_arbiter_variable_time_slice
export DESIGN_NICKNAME = round_robin_arbiter_variable_time_slice
export VERILOG_FILES = /design/flow/design.v
export SDC_FILE = /design/flow/constraint.sdc
export NUM_CORES = 4
export LEC_CHECK = 1
export CORE_AREA = 10 10 70 70
export DIE_AREA = 0 0 80 80
--- /design/flow/constraint.sdc ---
current_design round_robin_arbiter_variable_time_slice

set clk_period 2.7
set clk_io_pct 0.2

create_clock -name clk0 -period $clk_period [get_ports {clk}]

set non_clock_inputs [all_inputs -no_clocks]
set_input_delay [expr $clk_period * $clk_io_pct] -clock clk0 $non_clock_inputs
set_output_delay [expr $clk_period * $clk_io_pct] -clock clk0 [all_outputs]
==> flow_results.xml <==
<?xml version="1.0" encoding="UTF-8"?>
<metrics>
  <group name="die">
    <metric name="die.size.x" unit="um">80</metric>
    <metric name="die_area" unit="mm^2">0.00640</metric>
    <metric name="row_count" unit="">21</metric>
    <metric name="floorplan.core_util" unit="">0.208</metric>
    <metric name="chip_height" unit="um">80</metric>
    <metric name="core_area" unit="mm^2">0.00342</metric>
    <metric name="io_pins" unit="">10</metric>
  </group>
  <group name="sta">
    <metric name="timing.max_slew.rel_slack" unit="">0.656</metric>
    <metric name="rsz0062_at_grt" unit="">no</metric>
    <metric name="untimed_endpoints" unit="">10</metric>
    <metric name="setup_total_negative_slack" unit="ns">0</metric>
    <metric name="layout_min_cycle_time" unit="ns">1.55</metric>
    <metric name="max_clock_freq" unit="MHz">644</metric>
    <metric name="final.period_utilization" unit="">0.575</metric>
    <metric name="worst-slew-pin-transition" unit="ns">0.516</metric>
    <metric name="unclocked_pins" unit="">6</metric>
    <metric name="finClkSkew" unit="ns">0.00121</metric>
    <metric name="hold_viol" unit="">0</metric>
    <metric name="drv_slew" unit="">0</metric>
    <metric name="setup-violations-final" unit="">0</metric>
  </group>
  <group name="yosys">
    <metric name="yosysWarningCount" unit="">18</metric>
    <metric name="synthesis.area_per_instance" unit="um^2">8.45</metric>
    <metric name="ys_ff" unit="">14</metric>
    <metric name="ys_area" unit="um^2">709</metric>
    <metric name="synth_async_sr_flop_share" unit="">0.571</metric>
    <metric name="enable_flop_cells" unit="">0</metric>
    <metric name="top_area_cell_type_share_of_the_netlist_area" unit="">0.282</metric>
    <metric name="yosysTopAreaCell" unit="">sky130_fd_sc_hd__dfrtp_1</metric>
    <metric name="post_synth_most_frequent_cells" unit="">9 x sky130_fd_sc_hd__nor2_1, 8 x sky130_fd_sc_hd__dfrtp_1, 6 x sky130_fd_sc_hd__dlxtn_1, 6 x sky130_fd_sc_hd__nor3b_1, 5 x sky130_fd_sc_hd__nand2_1</metric>
    <metric name="synthFlopType" unit="">sky130_fd_sc_hd__dfrtp_1</metric>
    <metric name="post_synth_inst_count" unit="">84</metric>
    <metric name="top_cells_by_area" unit="">sky130_fd_sc_hd__dfrtp_1 28%, sky130_fd_sc_hd__dlxtn_1 13%, sky130_fd_sc_hd__nor3b_1 6.3%</metric>
    <metric name="post-synth-top-count-cell" unit="">sky130_fd_sc_hd__nor2_1</metric>
    <metric name="synth_stat.cells" unit="">84</metric>
    <metric name="ys_types" unit="">31</metric>
    <metric name="syn-cell-area" unit="um^2">709</metric>
  </group>
  <group name="clock_tree">
    <metric name="cts_hold_buffers" unit="">0</metric>
    <metric name="post-cts-setup-buffers" unit="">0</metric>
    <metric name="clock.latency.late_pin" unit="ns">0.24</metric>
    <metric name="cts_made_buffers" unit="">3</metric>
    <metric name="ctsLongestPathBuffers" unit="">2</metric>
    <metric name="clk_transition_reported_paths" unit="ns">0.05</metric>
    <metric name="htree_num_levels" unit="">1</metric>
    <metric name="root_buffer_selected_by_cts" unit="">sky130_fd_sc_hd__clkbuf_4</metric>
    <metric name="tritoncts_clock_tree" unit="">built</metric>
    <metric name="postCtsResizedCells" unit="">0</metric>
  </group>
  <group name="setup_path">
    <metric name="setup.worst_path.end_class" unit="">output pin</metric>
    <metric name="worstSetupStartpointType" unit="">flop</metric>
    <metric name="cp.arrival" unit="ns">1.01</metric>
    <metric name="critical-path-slowest-cell" unit="">sky130_fd_sc_hd__clkdlybuf4s50_1</metric>
    <metric name="setup.worst_path.class" unit="">reg2out</metric>
    <metric name="worstPathRequired" unit="ns">2.16</metric>
    <metric name="cp_slowest_stage_delay" unit="ns">0.46</metric>
    <metric name="critical_path.top_delay_family" unit="">buffers and inverters</metric>
    <metric name="worst-path-max-fanout" unit="">1</metric>
    <metric name="timing.rr.start" unit="">present_state[1]$_DFF_PN0_</metric>
    <metric name="cp_cell_sequence" unit="">clkdlybuf4s50_1</metric>
    <metric name="critPathBufInv" unit="">1</metric>
    <metric name="cp-startpoint" unit="">GNT[1]$_DFF_PN0_</metric>
  </group>
  <group name="global_route">
    <metric name="grt_util_all_layers" unit="">0.0462</metric>
    <metric name="first_global_vias" unit="">522</metric>
    <metric name="wire_length_of_the_first_global_routing_pass" unit="um">2500</metric>
    <metric name="overflow" unit="">0</metric>
    <metric name="grt_start_max_net_pins" unit="">19</metric>
    <metric name="antenna_violations_before_repair" unit="">0</metric>
  </group>
  <group name="job">
    <metric name="cap_viol_max_count" unit="">0</metric>
    <metric name="number_of_warnings_in_the_stage_logs" unit="">25</metric>
  </group>
  <group name="drt">
    <metric name="drc_violation_count_after_routing" unit="">0</metric>
    <metric name="route.detailed.wl_per_inst" unit="um">10.5</metric>
    <metric name="drt-pass1-iter-count" unit="">4</metric>
    <metric name="via_per_inst" unit="">4.35</metric>
    <metric name="drt_wl_total" unit="um">1430</metric>
    <metric name="overall_via_count_from_detail_route" unit="">591</metric>
    <metric name="dr.first_iter.drc_count" unit="">21</metric>
    <metric name="route.antenna.remaining_nets" unit="">0</metric>
    <metric name="detail_route.antenna_diodes" unit="">0</metric>
  </group>
  <group name="cells_and_area">
    <metric name="area_growth" unit="%">18.5</metric>
    <metric name="post_route_cells_drive_above_1_share" unit="">0.0444</metric>
    <metric name="fin_cells" unit="">136</metric>
  </group>
  <group name="place">
    <metric name="io_buffers" unit="">9</metric>
    <metric name="hpwlAfterDp" unit="um">1120</metric>
    <metric name="routabilityCongestion" unit="">0.873</metric>
    <metric name="place.detailed.instances" unit="">133</metric>
  </group>
  <group name="pwr">
    <metric name="powerDensity" unit="mW/mm^2">289</metric>
    <metric name="cell_leakage_power" unit="nW">0.364</metric>
    <metric name="max-vdd-ir-drop" unit="mV">0.0869</metric>
  </group>
  <group name="run_status">
    <metric name="status" unit="">complete, no violations</metric>
  </group>
  <group name="min_path">
    <metric name="holdCritPathClass" unit="">in2async</metric>
  </group>
</metrics>
cells by family after synthesis:
family,synth area share
AND/OR/NAND/NOR,0.289
adder cells (fa/ha/maj),0.0176
AND-OR/OR-AND,0.208
buffers and inverters,0.0758
latches,0.127
flip-flops,0.282
power by group:
part	switching [W]	internal [W]	leakage, nW
registers	0.00000233	0.000125	0.153
clock network	0.0000346	0.0000505	0.0138
logic	0.0000158	0.0000154	0.198
metrics by stage:
step	setup WS [ns]	util	instance area [um^2]	power (W)	hold WS [ns]
finish	1.15	0.246	841	0.000243	0.559
detailed placement	1.39	0.240	818	0.000160	0.782
floorplan	1.76	-	709	0.000143	0.244
global placement	1.40	0.240	818	0.000160	0.765
global route	1.08	0.246	841	0.000259	0.576
CTS	1.12	0.246	841	0.000249	0.559
final timing paths:
path / end / slack (ns) / cells past startpoint
min in group clk0: GNT[0]$_DFF_PN0_ / 0.77 / 2
hold reg to reg: GNT[0]$_DFF_PN0_ / 0.77 / 2
hold / removal: GNT[3]$_DFF_PN0_ / 0.56 / 1
setup reg to reg: GNT[1]$_DFF_PN0_ / 1.55 / 3
setup / recovery: GNT[1] / 1.15 / 1
max in group asynchronous: present_state[1]$_DFF_PN0_ / 1.90 / 1
placed cells by master (no fill, tap or decap), drive strengths merged:
master,Yosys,final
and2,1,1
and2b,3,3
a211oi,1,1
and3b,1,1
clkbuf,0,3
nor3,4,4
o21a,1,1
a221o,1,1
dfrtp,8,8
a21boi,1,1
clkdlybuf4s50,0,9
nor3b,6,6
a22oi,1,1
nand2b,1,1
a21o,2,2
o31ai,1,1
or2,1,1
o22ai,2,2
ha,1,1
nor2b,3,3
o32a,1,1
nand2,5,5
inv,4,4
o21ai,5,5
a2bb2oi,2,2
nor2,9,9
or3,3,3
a21oi,4,4
dlxtn,6,6
sequential cells by signal, summed over array words and instances, names as in the netlist:
signal and flops:
GNT 4, count 2, next_state 4, present_state 4
routing by layer:
layer | vias up | share of wire | track usage
li1 | 308 | - | -
met1 | 269 | 0.47 | 0.0679
met2 | 14 | 0.45 | 0.0650
met3 | 0 | 0.083 | 0.0159
met4 | 0 | 0 | 0.00528
met5 | - | 0 | 0
area by class of cell:
cell class	count	area [um^2]
Clock buffer	3	22.5
Fill cell	386	2570
Inverter	4	15.0
Multi-Input combinational cell	60	365
Sequential cell	14	290
Tap cell	46	57.6
Timing Repair Buffer	9	90.1
Power and IR drop assume default switching activity.
